<file path="design.v">
module reg_file 
(
	input  logic        CLK,
	input  logic        WE3,          
	input  logic [3:0]  RA1,          
	input  logic [3:0]  RA2,          
	input  logic [3:0]  WA3,          
	input  logic [31:0] WD3,          
	input  logic [31:0] R15,          
	output logic [31:0] RD1,          
	output logic [31:0] RD2,          
	input  logic [3:0]  peek_sel,
	output logic [31:0] peek_data
);
	logic [31:0] rf[14:0];
	always_ff @(posedge CLK) begin
		if (WE3 && WA3 != 4'b1111) begin  
			rf[WA3] <= WD3;
		end
	end
	assign RD1 =
		(RA1 == 4'b1111)                           ? R15  :
		(WE3 && (WA3 == RA1) && (WA3 != 4'b1111))  ? WD3  :
		                                             rf[RA1];
	assign RD2 =
		(RA2 == 4'b1111)                           ? R15  :
		(WE3 && (WA3 == RA2) && (WA3 != 4'b1111))  ? WD3  :
		                                             rf[RA2];
	assign peek_data =
		(peek_sel == 4'b1111)                          ? R15  :
		(WE3 && (WA3 == peek_sel) && (WA3 != 4'b1111)) ? WD3  :
		                                                  rf[peek_sel];
endmodule
</file>
<file path="run.sh">
#!/bin/bash
# OpenROAD 26Q1-2900-gdf79404cd8, Yosys 0.63+post, stock flow scripts
make -C /OpenROAD-flow-scripts/flow DESIGN_CONFIG=/design/flow/config.mk WORK_HOME=/design/flow/orfs finish
</file>
<file path="config.mk">
export PLATFORM = sky130hd
export DESIGN_NAME = reg_file
export DESIGN_NICKNAME = reg_file
export VERILOG_FILES = /design/flow/design.v
export SDC_FILE = /design/flow/constraint.sdc
export NUM_CORES = 4
export LEC_CHECK = 1
export CORE_UTILIZATION = 30
</file>
<file path="constraint.sdc">
current_design reg_file

set clk_period 4.7
set clk_io_pct 0.2

create_clock -name clk0 -period $clk_period [get_ports {CLK}]

set non_clock_inputs [all_inputs -no_clocks]
set_input_delay [expr $clk_period * $clk_io_pct] -clock clk0 $non_clock_inputs
set_output_delay [expr $clk_period * $clk_io_pct] -clock clk0 [all_outputs]
</file>
==> impl_metrics.tcl <==
# place-and-route summary
set metrics [dict create \
    status "finished clean" \
    vdd_ir_drop_max_mv 0.2674 \
    routed_wirelength_mm 111.6 \
    seqCellArea_um2 14410 \
    worst_ep_arrival_time_ps 3650 \
    wl_per_cell_um 32.23 \
    syn_area_per_cell_um2 14.39 \
    busiest_layer "met2" \
    use_met3 0.1841 \
    synth.ff_latch_count 480 \
    vias_per_cell 6.086 \
    antenna_found_initial 3 \
    setup_viol 0 \
    largest_register_ffs 480 \
    final_cells 3461 \
    drv_slew 0 \
    cts_num_sinks 480 \
    ys_seq_frac 0.5136 \
    worstSetupEndpointType "output pin" \
    overflow 0 \
    grt_pass1_vias 22470 \
    cts_tree "yes" \
    hold_viol 0 \
    cts.reportedPaths.clkPinSlew_ps 60 \
    die_h_um 307.9 \
    warnings 26 \
    drive_gt1_frac 0.2340 \
    setup-tns-final_ps 0 \
    min_path_type "in -> reg" \
    diodes 0 \
    yosys_warnings 1 \
    synthCells 1950 \
    dp_cells 3367 \
    place_ws_ps -8.686 \
    p_total_mw 10.62 \
    leakagePower_nw 11.19 \
    row_count 111 \
    period_used_share 0.9772 \
    drcViolationCount 0 \
    dr.pass1.iters 6 \
    synth-edff-count 480 \
    die_w_um 307.9 \
    numPortBuffers 177 \
    htreeDepth 2 \
    dieArea_um2 94780 \
    grt_max_degree 46 \
    clock.fmax_mhz 217.7 \
    fp_util 0.3044 \
    p_per_area_nw_per_um2 314.6 \
    numCtsBuffers 51 \
    cp-start-kind "primary input" \
    grt_use_met1 0.2893 \
    dpl_cell_area_um2 32160 \
    core-area_um2 92220 \
    final_cell_area_um2 33770 \
    layout_setup_ws_ps 107.3 \
    met2_usage 0.3546 \
    dp_hpwl_mm 71.61 \
    layout_min_cycle_time_ps 4593 \
    drtAntennaViolNets 0 \
    slew_headroom 0.3785 \
    ys_async_sr_fraction 0 \
    critical_path_class "in -> out" \
    clock_tree.root_cell "clkbuf_16" \
    grt_use_total 0.2492 \
    vias 21060 \
    syn_area_um2 28070 \
    required_ps 3760 \
    drv_cap 0 \
    rsz0062_at_grt "true" \
    top_register "rf" \
    path_max_fanout 23 \
    utilization 0.3662 \
    yosysChipArea_um2 28070 \
    routabilityCongestion 0.9402 \
    initialDrtViolationCount 1676 \
    reg_top3 "rf x480" \
    hold_depth 2 \
    worst_slew_pin_slew_ps 928.8 \
    area_growth_pct 20.31 \
    ys_types 55 \
    ys_cells 1950 \
    fillers 8595 \
    ctsLongestPathBuffers 3 \
    grt_pass1_wl_mm 158.9 \
    boundaryPins 178 \
    holdWs_ps 1170 \
    combGateArea_um2 12710 \
    yosys_most_used_dff "edfxtp_1" \
]
cell families (layout without fill, tap and decap cells):
group | after synthesis | after routing | share of synthesized area
muxes | 515 | 515 | 0.2814
DFF | 480 | 480 | 0.5136
AOI/OAI and AO/OA | 472 | 472 | 0.1138
and+or+nand+nor | 281 | 281 | 0.04890
buffers and inverters | 190 | 458 | 0.03856
xor gates and xnor gates | 12 | 12 | 0.003745
layer usage:
layer | share of wire | up-vias
li1 | - | 8604
met1 | 0.34 | 10390
met2 | 0.44 | 1747
met3 | 0.18 | 310
met4 | 0.048 | 12
met5 | 0.0017 | -
cells in the mapped netlist (10+ instances only):
master,count,area [um2]
a211oi_1,18,135.1
a21o_1,16,120.1
a21oi_1,46,230.2
a221o_1,20,200.2
a22oi_1,30,225.2
a31oi_1,19,118.9
buf_1,14,52.55
buf_2,64,320.3
buf_4,31,232.7
buf_6,20,225.2
clkbuf_1,59,221.5
edfxtp_1,480,14410
mux2_1,92,1036
mux2i_1,212,2122
mux4_2,210,4730
nand2_1,120,450.4
nand2b_1,18,112.6
nand3_1,16,80.08
nor2_1,45,168.9
nor3_1,13,65.06
nor4_1,20,125.1
o21ai_0,64,320.3
o21ai_1,77,385.4
o221ai_1,73,639.4
o22ai_1,66,412.9
or2_1,13,81.33
xnor2_1,10,87.58
final timing paths:
path  startpoint       endpoint
max       WA3[0]  peek_data[10]
min      WD3[29]      rf[0][29]
placed cells by master (no fill, tap or decap), types with 64 or more instances in the layout:
master / instances
nand2_1: 120
mux4_2: 210
o22ai_1: 66
o221ai_1: 73
mux2_1: 92
o21ai_0: 64
edfxtp_1: 480
o21ai_1: 77
clkdlybuf4s50_1: 165
buf_4: 165
mux2i_1: 212
area by class of cell:
cell class,count,share of cell area
Sequential cell,480,0.4269
Clock inverter,30,0.007967
Timing Repair Buffer,364,0.1035
Multi-Input combinational cell,1280,0.3763
Tap cell,1243,0.04606
Clock buffer,64,0.03924
worst max-delay path: stages:
cell and delay (ps):
clkdlybuf4s50_1 560, buf_4 230, xnor2_1 130, nand2_1 120, nor4_4 190, buf_12 300, nor2_1 120, buf_4 150
a31oi_2 280, buf_4 170, clkdlybuf4s50_1 440
timing repair:
action | 4_1_cts | 5_1_grt
cloned | 0 | 0
endpoints found under the setup margin | 2 | 1
hold buffers | 0 | 0
buffers inserted | 0 | 0
gates resized | 2 | 0
power by group:
part | switching (mW) | total [mW] | internal, mW
Clock | 1.75 | 3.96 | 2.22
Sequential | 0.0524 | 4.86 | 4.81
Combinational | 0.972 | 1.80 | 0.831
Power is estimated from default activity; no workload was simulated.
