File: config.mk
export PLATFORM = sky130hd
export DESIGN_NAME = peek_logic
export DESIGN_NICKNAME = peek_logic
export VERILOG_FILES = /design/flow/design.v
export SDC_FILE = /design/flow/constraint.sdc
export NUM_CORES = 4
export LEC_CHECK = 1
export CORE_AREA = 10 10 224 224
export DIE_AREA = 0 0 234 234
File: run.sh
#!/bin/bash
# OpenROAD 26Q1-2900-gdf79404cd8, Yosys 0.63+post, stock flow scripts
make -C /OpenROAD-flow-scripts/flow DESIGN_CONFIG=/design/flow/config.mk WORK_HOME=/design/flow/orfs finish
File: constraint.sdc
current_design peek_logic

set clk_period 8.8
set clk_io_pct 0.2

create_clock -name clk0 -period $clk_period [get_ports {Step}]

set non_clock_inputs [all_inputs -no_clocks]
set_input_delay [expr $clk_period * $clk_io_pct] -clock clk0 $non_clock_inputs
set_output_delay [expr $clk_period * $clk_io_pct] -clock clk0 [all_outputs]
File: design.v
module Hex7 
(
    input  logic [3:0] nibble,
    output logic [6:0] Seg
);
    always_comb begin
        case (nibble)
            4'h0: Seg = 7'b1000000;
            4'h1: Seg = 7'b1111001;
            4'h2: Seg = 7'b0100100;
            4'h3: Seg = 7'b0110000;
            4'h4: Seg = 7'b0011001;
            4'h5: Seg = 7'b0010010;
            4'h6: Seg = 7'b0000010;
            4'h7: Seg = 7'b1111000;
            4'h8: Seg = 7'b0000000;
            4'h9: Seg = 7'b0010000;
            4'hA: Seg = 7'b0001000;
            4'hB: Seg = 7'b0000011;
            4'hC: Seg = 7'b1000110;
            4'hD: Seg = 7'b0100001;
            4'hE: Seg = 7'b0000110;
            4'hF: Seg = 7'b0001110;
            default: Seg = 7'b1111111;
        endcase
    end
endmodule
module peek_logic 
(
    input  logic [9:0]   SW,              
    input  logic         Step,            
    input  logic         Peek,            
    output logic [6:0]   HEX5, HEX4,
    output logic [6:0]   HEX3, HEX2, HEX1, HEX0,
    input  logic [31:0]  TapPC,
    input  logic [31:0]  TapInstruction,
    input  logic [31:0]  TapRD1,
    input  logic [31:0]  TapRD2,
    input  logic [31:0]  TapSrcB,
    input  logic [31:0]  TapALUResult,
    input  logic [31:0]  TapDataMemOut,
    input  logic [31:0]  TapResult,
    input  logic [31:0]  TapRE,
    input  logic [31:0]  TapRM,
    input  logic [31:0]  TapPort0Data,
    input  logic [31:0]  TapPort0Control,
    input  logic [31:0]  TapPort1Data,
    input  logic [31:0]  TapPort1Control,
    input  logic [7:0]   Port0_Out,
    input  logic [7:0]   Port1_Out,
    output logic [3:0]   regfile_peek_sel,
    input  logic [31:0]  regfile_peek_data,
    output logic [7:0]   IO0InOverride,
    output logic [7:0]   IO1InOverride
);
    logic mode_input;
    assign mode_input = SW[8];
    logic [7:0] cycle_count;
    always_ff @(posedge Step) begin
        if (SW[9]) begin
            cycle_count <= 8'h00;
        end 
        else begin
            cycle_count <= cycle_count + 8'h01;
        end
    end
    always_comb begin
        IO0InOverride = 8'h00;
        IO1InOverride = 8'h00;
        if (mode_input) begin
            if (SW[7] == 1'b0) 
                IO0InOverride = {1'b0, SW[6:0]};
            else 
                IO1InOverride = {1'b0, SW[6:0]};
        end
    end
    logic [3:0] peek_select;
    assign peek_select      = SW[3:0];
    assign regfile_peek_sel = peek_select;
    logic [31:0] peek_Value;
    logic [15:0] peek_half;
    always_comb begin
        peek_Value = 32'h0000_0000;
        if (!Peek) begin
            peek_Value = TapPC;
        end 
        else if (SW[4] == 1'b0) begin
            peek_Value = regfile_peek_data;
        end 
        else begin
            case (peek_select)
                4'h0: peek_Value = TapPC;
                4'h1: peek_Value = TapInstruction;
                4'h2: peek_Value = TapRD1;
                4'h3: peek_Value = TapRD2;
                4'h4: peek_Value = TapSrcB;
                4'h5: peek_Value = TapALUResult;
                4'h6: peek_Value = TapDataMemOut;
                4'h7: peek_Value = TapResult;
                4'hC: peek_Value = TapRE;
                4'hD: peek_Value = TapALUResult;
                4'hE: peek_Value = TapRM;
                4'hF: peek_Value = TapResult;
                default: ;
            endcase
        end
    end
    assign peek_half = (SW[5] == 1'b0) ? peek_Value[15:0] :
                                        peek_Value[31:16];
    logic [3:0] hex5_nibble, hex4_nibble;
    logic [3:0] hex3_nibble, hex2_nibble, hex1_nibble, hex0_nibble;
    assign hex5_nibble = cycle_count[7:4];
    assign hex4_nibble = cycle_count[3:0];
    always_comb begin
        hex3_nibble = peek_half[15:12];
        hex2_nibble = peek_half[11:8];
        hex1_nibble = peek_half[7:4];
        hex0_nibble = peek_half[3:0];
        if (SW[4] && !Peek) begin
            unique case (peek_select)
                4'h8: begin
                    hex3_nibble = TapPort0Control[7:4];
                    hex2_nibble = TapPort0Control[3:0];
                    hex1_nibble = TapPort0Data[7:4];
                    hex0_nibble = TapPort0Data[3:0];
                end
                4'h9: begin
                    hex3_nibble = TapPort1Control[7:4];
                    hex2_nibble = TapPort1Control[3:0];
                    hex1_nibble = TapPort1Data[7:4];
                    hex0_nibble = TapPort1Data[3:0];
                end
                4'hA: begin
                    hex3_nibble = 4'h0;
                    hex2_nibble = 4'h0;
                    hex1_nibble = Port0_Out[7:4];
                    hex0_nibble = Port0_Out[3:0];
                end
                4'hB: begin
                    hex3_nibble = 4'h0;
                    hex2_nibble = 4'h0;
                    hex1_nibble = Port1_Out[7:4];
                    hex0_nibble = Port1_Out[3:0];
                end
                default: ;
            endcase
        end
    end
    Hex7 u_hex5 (.nibble(hex5_nibble), .Seg(HEX5));
    Hex7 u_hex4 (.nibble(hex4_nibble), .Seg(HEX4));
    Hex7 u_hex3 (.nibble(hex3_nibble), .Seg(HEX3));
    Hex7 u_hex2 (.nibble(hex2_nibble), .Seg(HEX2));
    Hex7 u_hex1 (.nibble(hex1_nibble), .Seg(HEX1));
    Hex7 u_hex0 (.nibble(hex0_nibble), .Seg(HEX0));
endmodule
==> Implementation_results.wiki <==
== Implementation results ==
{| class="wikitable"
! Metric !! Value
|-
| Number of DRC violations after detailed-routing iteration 0 || 595
|-
| Unrepaired setup endpoints after global routing || no
|-
| Async set-or-reset flop fraction in the synthesized netlist || 0%
|-
| Worst setup timing slack at the placement stage || 1250 ps
|-
| Critical path fanouts, max || 31
|-
| Number of hold violations in the final report || 0
|-
| Clock input transition at the sequential cells of the worst setup and hold paths || 70 ps
|-
| Number of flops mapped to enable cells by yosys || 0
|-
| Die extent in y || 234 um
|-
| Antenna violations before repair || 12
|-
| Count of buffers from port buffering || 471
|-
| Most instantiated flip-flop cell in the synthesis netlist || sky130_fd_sc_hd__dfxtp_1
|-
| Core Box Area || 45300 um^2
|-
| Worst path required time || 7040 ps
|-
| Type of element launching the critical path || input port
|-
| Leak Pwr || 4.53 nW
|-
| Area of all placed cells without fillers || approximately 12000 um^2
|-
| Share of final-layout standard cells stronger than drive strength 1 || a little under 10%
|-
| Total wire length after detailed routing || approximately 57000 um
|-
| Latest clock arrival within the worst-skew pair || 260 ps
|-
| HPWL Detailed || 48100 um
|-
| Minimum setup slack in the final design || 1150 ps
|-
| Worst-path cell with the longest stage delay || sky130_fd_sc_hd__o41ai_1
|-
| Maximum number of pins on one net before global-route repair || 47
|-
| Via count of the first global-routing pass || 9314
|-
| Average wire per standard cell || 30.8 um
|-
| Fill cells || 4893
|-
| Fraction of the core area occupied by cells at floorplan || 14.2%
|-
| Outcome || finished, final reports clean
|-
| Path category of the worst min-delay check || reg2reg
|-
| Post-route DRC || 0
|-
| Highest-count cells in the layout ignoring fill and taps || sky130_fd_sc_hd__clkdlybuf4s50_1 (466), sky130_fd_sc_hd__mux2i_1 (76), sky130_fd_sc_hd__buf_4 (55), sky130_fd_sc_hd__nor2_1 (48), sky130_fd_sc_hd__a22oi_1 (47)
|-
| Post-CTS Resized || 0
|-
| Kind of end point of the critical path || primary output
|-
| Synthesized chip area reported by yosys || around 6500 um^2
|-
| Adder and majority gate portion of the synthesized area || 7.17%
|-
| Area fraction in compound gates after synthesis || 33.4%
|-
| Hold_buf cts || 0
|-
| Number of top-level pins || 570
|-
| Per-instance average area after synthesis || 7.97 um^2
|-
| Mux contribution to synthesized area || 22.9%
|-
| CTS sink cnt || 22
|-
| Post-DR vias/cell || 4.77
|-
| Worst setup slack for register-to-register paths || 6500 ps
|-
| Setup total negative slack || 0 ps
|-
| Worst-case clock skew || 8.13 ps
|-
| Worst vdd ir || 0.0000579 V
|-
| Tally of nets with antenna violations remaining after routing || 0
|-
| Die outline width || 234 um
|-
| Overall chip area || 54800 um^2
|-
| Relative slew margins || between 20% and 30%
|-
| Clock Root Buffer || sky130_fd_sc_hd__clkbuf_16
|-
| Gpl congestion || 0.907
|-
| Number of optimization iterations in the first detailed-route pass || 5
|-
| Arrival time of the worst setup path || 5890 ps
|-
| Power density over the cells || 75.3 nW/um^2
|-
| XOR Share, Synth || 1.09%
|-
| Cell Chain, Critical Path || buf_2 > buf_4 > or3_1 > o22ai_1 > o41ai_1 > o221a_2 > inv_1 > ha_1 > mux2_1 > nand2_1 > o21ai_1 > clkdlybuf4s50_1
|-
| Count of cell types in the netlist || 87
|-
| Maximum capacitance violations || 0
|-
| Buffers inserted during post-CTS setup optimization || 0
|-
| Count of vias placed by the detailed router || 8890
|-
| Fmax || 131 MHz
|-
| Synth Register Bits || 22
|-
| Fin crit period || 7650 ps
|-
| Most frequently placed logic cell in the final layout || sky130_fd_sc_hd__clkdlybuf4s50_1
|-
| Clock H-tree levels || 1
|-
| Total congestion overflow after global routing || 0
|-
| Sequential element share of the synthesized area || under 10%
|-
| Inserted Clock Buffers || 3
|-
| Main kind of combinational logic by area || AND-OR/OR-AND gates
|-
| Deepest clock path buffer count || 2
|-
| Sum of internal, switching and leakage power || 0.898 mW
|-
| Ratio of final minimum period to clock period || 87.0%
|-
| Total tool warning count || 151
|-
| Yosys simple share || 18.6%
|-
| Yosys warning total || 2
|-
| Clock tree from TritonCTS || yes
|-
| Synth Cell Area || 6450 um^2
|-
| Setup violation total in the final timing report || 0
|-
| Share of the core filled with cells || a little over a quarter
|-
| Number of standard cells reported by yosys || slightly above 800
|-
| Layout overhead on the synthesized area || 84.8%
|-
| Global-route wire length before repair || around 76000 um
|-
| Count of mapped cells out of synthesis || 810
|-
| Critical Setup Path Class || in2out
|-
| Final max-slew violation count || 0
|-
| Number of placement rows || between 70 and 80
|-
| Post-DP Area || 11800 um^2
|-
| Transition time of the tightest slew-check pin || 1150 ps
|-
| Largest stage delay on the critical path || 810 ps
|-
| Overall fraction of global-route tracks in use || 20.3%
|}
## worst paths after layout
path | from | end | depth (start not counted)
min reg2reg | cycle_count[5]$_SDFF_PP0_ | cycle_count[5]$_SDFF_PP0_ | 2
max | SW[2] | HEX2[6] | 12
min | cycle_count[5]$_SDFF_PP0_ | cycle_count[5]$_SDFF_PP0_ | 2
max reg2reg | cycle_count[0]$_SDFF_PP0_ | HEX5[3]$_DFF_P_ | 8
## registers in the layout (all words and copies together), names as in the netlist
name,count
HEX4,7
HEX5,7
cycle_count,8
## where the power goes
| group | switching, mW | internal [mW] | total [mW] | leakage, nW |
|---|---|---|---|---|
| clock | 0.0385 | 0.0904 | 0.129 | 0.0511 |
| sequential | 0.00221 | 0.105 | 0.107 | 0.180 |
| combinational | 0.298 | 0.364 | 0.662 | 4.30 |
| total | 0.339 | 0.559 | 0.898 | 4.53 |
## cell usage after synthesis, types with 12 or more instances
library cell               count  area, um^2
sky130_fd_sc_hd__and2_1       14        87.6
sky130_fd_sc_hd__a32oi_1      15         131
sky130_fd_sc_hd__and3_1       16         100
sky130_fd_sc_hd__mux2_2       25         282
sky130_fd_sc_hd__o22ai_1      29         181
sky130_fd_sc_hd__nand2_1      30         113
sky130_fd_sc_hd__buf_2        29         145
sky130_fd_sc_hd__clkbuf_1     16        60.1
sky130_fd_sc_hd__a22o_1       14         123
sky130_fd_sc_hd__ha_1         37         463
sky130_fd_sc_hd__o21ai_0      33         165
sky130_fd_sc_hd__a22oi_1      47         353
sky130_fd_sc_hd__dfxtp_1      22         440
sky130_fd_sc_hd__mux4_2       12         270
sky130_fd_sc_hd__mux2i_1      76         761
sky130_fd_sc_hd__a21oi_1      35         175
sky130_fd_sc_hd__nor2_1       49         184
sky130_fd_sc_hd__inv_1        37         139
sky130_fd_sc_hd__nor2b_1      14        87.6
sky130_fd_sc_hd__buf_4        24         180
sky130_fd_sc_hd__nor3_1       13        65.1
## layout make-up
cell class                      instances  area [um^2]  area share [%]
Antenna cell                            6         15.0           0.126
Inverter                               40          150            1.26
Clock inverter                          1         30.0           0.252
Timing Repair Buffer                  522         5080            42.6
Clock buffer                            3         75.1           0.630
Sequential cell                        22          440            3.69
Multi-Input combinational cell        669         5380            45.1
Tap cell                              600          751            6.30
## through the flow
step | instances | hold WS [ps]
6_report | 1863 | 534
5_1_grt | 1860 | 587
4_1_cts | 1857 | 549
3_5_place_dp | 1853 | 532
3_3_place_gp | 1853 | 522
2_1_floorplan | 811 | 487
## worst max-delay path: cells and delay by family
family | cells | cell delay, ps
buffers and inverters | 4 | 1460
multiplexers | 1 | 300
adder cells (fa/ha/maj) | 1 | 250
AND/OR/NAND/NOR | 2 | 550
AND-OR/OR-AND | 4 | 1530
## logic make-up (layout without fill, tap and decap cells)
kind of cell	Yosys count	count (layout)
compound gates	288	288
simple gates	208	208
mux	126	126
buf+inv	120	566
fa+ha+maj	37	37
flops	22	22
xor+xnor	8	8
other cells	1	8
## layer usage
metal	GRT usage (%)	vias up	wire length, um
li1	-	4079	-
met1	25.8	4272	23900
met2	34.1	493	27600
met3	5.50	42	4900
met4	3.45	4	963
met5	0	-	21
Power and IR drop assume default switching activity.
